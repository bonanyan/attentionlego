===== flow/design.v =====
module top_controller(
    input clk,rst,done_cimeb_qkv,done_k_mode_dma,done_q_mode_qk,done_cme_softmax,done_weight_dma,done_loadq_dma,down_loadscore_dma,
    output reg enable_cs_qkv,enable_cimeb_qkv,enable_cs_qk,enable_k_mode_qk,enable_q_mode_qk,enable_en_softmax,enable_cme_softmax,enable_weight_dma,enable_loadk_dma,enable_loadq_dma,enable_loadscore_dma,
    output reg [31:0] sequence_length,
    output reg [1:0] weight_sel_qkv,
    output reg [31:0] weight_address
);
    reg [3:0] i;
    reg [3:0] epoch;
    reg [3:0] state;
    reg [2:0] init_state;
    reg [2:0] init_init_state;
    parameter STAT_IDLE = 5,
              STAT_INIT_INITIAL1 = 0,
              STAT_INIT_INITIAL2 = 1,
              STAT_INIT_INITIAL3 = 2,
              STAT_INITIAL1 = 0,
              STAT_INITIAL2 = 1,
              STAT_INITIAL3 = 2,
              STAT_INITIAL4 = 3,
              STAT_R0 = 0,
              STAT_R1 = 1,
              STAT_R2 = 2,
              STAT_R3 = 3,
              STAT_R4 = 4,
              qweight_address=8,
              kweight_address=9,
              vweight_address=10,
              input_address=11,
              BUS_ADDR_WIDTH = 32,
              sequence_length_init=2048;
    always @(state,init_state,init_init_state) begin
        if (state==0) begin
            if (init_state==0) begin
                enable_cs_qkv<=1;
                if (init_init_state==0) begin
                    weight_address<=qweight_address;
                    weight_sel_qkv<=0;
                    enable_weight_dma=1;
                end
                if (init_init_state==1) begin
                    weight_address<=kweight_address;
                    weight_sel_qkv<=1;
                    enable_weight_dma=1;
                end
                if (init_init_state==2) begin
                    weight_address<=vweight_address;
                    weight_sel_qkv<=2;
                    enable_weight_dma=1;
                end
            end
            else
                if (init_state==1) begin
                    enable_cs_qkv<=1;
                    weight_address<=input_address;
                    enable_weight_dma <=1;
                end
                else
                    if (init_state==2) begin
                        enable_cs_qkv<=1;
                        weight_sel_qkv<=1;
                        enable_cimeb_qkv <=1;
                    end
                    else begin
                        enable_cs_qkv<=1;
                        weight_sel_qkv<=0;
                        enable_cimeb_qkv <=1;
                        enable_cs_qk<=1;
                        enable_k_mode_qk<=1;
                        enable_loadk_dma<=1;
                    end
        end
        else begin
            if (state==1) begin
                enable_cs_qk<=1;
                enable_q_mode_qk<=1;
                enable_loadq_dma<=1;
                sequence_length<=sequence_length+1;
            end
            else 
                if (state==2) begin
                    enable_cs_qk<=1;
                    enable_q_mode_qk<=1;
                    enable_cs_qkv<=1;
                    weight_sel_qkv<=0;
                    enable_cimeb_qkv <=1;
                    if (epoch!=0) begin
                        enable_en_softmax<=1;
                        enable_cme_softmax<=1;
                    end
                end
                else
                    if (state==3) begin
                        enable_en_softmax<=1;
                        enable_loadscore_dma<=1;
                    end
                    else begin 
                            sequence_length<=0;
                            enable_cs_qkv<=0;
                            enable_cimeb_qkv<=0;
                            enable_cs_qk<=0;
                            enable_k_mode_qk<=0;
                            enable_q_mode_qk<=0;
                            enable_en_softmax<=0;
                            enable_cme_softmax<=0;
                            enable_weight_dma<=0;
                            enable_loadk_dma<=0;
                            enable_loadq_dma<=0;
                            enable_loadscore_dma<=0;
                            i<=0;
                            epoch<=0;
                            weight_sel_qkv<=1;
                            weight_address<=0;
                    end
        end
    end
    always @(posedge clk) begin
        if (rst==1) begin
            state <= STAT_IDLE;
            init_state<=0;
            init_init_state<=0;
        end
        else 
            case (state)
                STAT_R0: begin
                    case (init_state)
                        STAT_INITIAL1: begin
                            case (init_init_state)
                                STAT_INIT_INITIAL1: begin
                                    if (done_weight_dma==1) begin
                                        init_init_state<=STAT_INIT_INITIAL2;
                                    end
                                end
                                STAT_INIT_INITIAL2: begin
                                    if (done_weight_dma==1) begin
                                        init_init_state<=STAT_INIT_INITIAL3;
                                    end
                                end
                                STAT_INIT_INITIAL3: begin
                                    if (done_weight_dma==1) begin
                                        init_state<=STAT_INITIAL2;
                                    end
                                end
                            endcase
                        end
                        STAT_INITIAL2: begin
                            if (done_weight_dma==1) begin
                                enable_weight_dma <=0;
                                init_state<=STAT_INITIAL3;
                            end
                        end
                        STAT_INITIAL3: begin
                            if (done_cimeb_qkv==1) begin
                                enable_cs_qkv<=0;
                                enable_cimeb_qkv <=0;
                                init_state<=STAT_INITIAL4;
                            end
                        end
                        STAT_INITIAL4: begin
                            if (done_cimeb_qkv==1) begin
                                enable_cs_qkv<=0;
                                enable_cimeb_qkv <=0;
                                i<=i+1;
                            end
                            if (done_k_mode_dma==1) begin
                                enable_cs_qk<=0;
                                enable_k_mode_qk<=0;
                                enable_loadk_dma<=0;
                                i<=i+1;
                            end
                            if (i==2) begin
                                i<=0;
                                state<=STAT_R1;
                            end
                        end
                    endcase
                end
                STAT_R1: begin
                    if (done_loadq_dma==1) begin
                        enable_loadq_dma<=0;
                        state<=STAT_R2;
                    end
                end
                STAT_R2: begin
                    if (done_cimeb_qkv==1) begin
                        enable_cs_qkv<=0;
                        enable_cimeb_qkv <=0;
                        i<=i+1;
                    end
                    if (done_q_mode_qk==1) begin
                        enable_cs_qk<=0;
                        enable_q_mode_qk<=0;
                        i<=i+1;
                    end
                    if (done_cme_softmax==1 || epoch==0) begin
                        enable_en_softmax<=0;
                        enable_cme_softmax<=0;
                        i<=i+1;
                        epoch<=epoch+1;
                    end
                    if (i==3) begin
                        i<=0;
                        state<=STAT_R3;
                    end 
                end
                STAT_R3: begin
                    if (down_loadscore_dma==1) begin
                        enable_en_softmax<=0;
                        enable_loadscore_dma<=0;
                        state<=STAT_R1;
                        epoch<=epoch+1;
                    end
                end
                STAT_IDLE: begin
                    state<=0;
                    init_state<=0;
                    init_init_state<=0;
                end
            endcase
    end
endmodule

===== flow/run.sh =====
#!/bin/bash
# OpenROAD 26Q1-2900-gdf79404cd8, Yosys 0.63+post, stock flow scripts
make -C /OpenROAD-flow-scripts/flow DESIGN_CONFIG=/design/flow/config.mk WORK_HOME=/design/flow/orfs finish

===== flow/config.mk =====
export PLATFORM = sky130hd
export DESIGN_NAME = top_controller
export DESIGN_NICKNAME = top_controller
export VERILOG_FILES = /design/flow/design.v
export SDC_FILE = /design/flow/constraint.sdc
export NUM_CORES = 4
export LEC_CHECK = 1
export CORE_AREA = 10 10 104 104
export DIE_AREA = 0 0 114 114

===== flow/constraint.sdc =====
current_design top_controller

set clk_period 1.5
set clk_io_pct 0.2

create_clock -name clk0 -period $clk_period [get_ports {clk}]

set non_clock_inputs [all_inputs -no_clocks]
set_input_delay [expr $clk_period * $clk_io_pct] -clock clk0 $non_clock_inputs
set_output_delay [expr $clk_period * $clk_io_pct] -clock clk0 [all_outputs]

==> CHANGELOG.md <==
### Metrics

* Status: complete, no violations
* GR met1 Demand/Resource at 10.12%
* Distinct cells, synth at 40
* Synth Cell Area at 2122 sq um
* Postcts setup bufs at 0
* Die Wd at 114 um
* Clk latency late pin at 0.23 ns
* Drt drc at 0
* Final ANT Viol Nets at 0
* Final setup fails at 0
* Root Driver: clkbuf_8
* Crit path DRT at 1.66 ns
* Largest net degree at the start of global routing at 30
* Avg Inst Size Synth at 7.859 sq um
* Placed cell count at 411
* Top cells by area: dlxtn_1, buf_4, dfxtp_1
* Max stage delay on crit path at 0.48 ns
* Die height at 114 um
* Detailed Routing Iterations Pass 1 at 4
* Yosys cell count at 270
* Via Count at 1860
* Wire per inst at 12.50 um
* Iter 0 DRT Violations at 90
* Most common cell in the synthesized netlist: buf_4
* Synth warnings at 69
* CTS Buf Count at 3
* Period minus WS final at 1.126 ns
* Post-synth EDFFs at 0
* Post-CTS Hold Buffers at 0
* Total die size at 13000 sq um
* WP data arrival at 1.29 ns
* CP Capture Type: register
* Registers, synthesis at 47
* Port Buffers at 41
* HP Class: reg -> reg
* # diodes at 0
* Slew margin rel. at 47.87%
* Share of cells above drive strength 1 at 3.583%
* Area added between synthesis and finish at 20.17%
* Global Route Usage Sum at 7.388%
* Worst-path maximum fanout at 5
* GRT overflow at 0
* Max-area cell share at 26.18%
* Total chip power at 0.7375 mW
* Critical Path, Cell by Cell: clkdlybuf4s50_1 > a21oi_1 > nand3_1 > o21ai_0
* Busiest grt layer: met2
* Number of global-route vias before repair at 1720
* GP Congestion at 0.8087
* Number of core rows at 34
* Final wirelength at 5186 um
* Core area at 8678 sq um
* Critical path's top delay family: buffers and inverters
* Post-route setup TNS at 0 ns
* Register pins left without a clock at 37
* Unrepaired setup endpoints after global routing: false
* Critical-path top delay cell: clkdlybuf4s50_1
* Met2 GRT Util at 12.11%
* Via/cell ratio at 4.482
* Endpoints left unconstrained at 74
* CP bufs+invs at 1
* Max rail drop VDD at 0.0004408 V
* Post-Syn Instances at 270
* Clk pin slew, worst setup/hold paths at 0.05 ns
* IO Count at 86
* Critical setup path kind: in -> reg
* Top FF cell, synth: dlxtn_1
* CTS tree: built
* Slew Viols, Final at 0
* Yosys chip area at 2122 sq um
* Post-layout util at 29.38%
* Power per Cell Area at 289.2 nW/um^2
* Synth cell count leaders: buf_4, dlxtn_1, a21oi_1, nand2_1, nor2_1
* Worst Setup Start Kind: input pin
* Final Hold Fails at 0
* CTS resizes at 0
* Crit share post-route at 75.08%
* # H-tree levels at 1
* OpenROAD warning count at 29
* Initial Utilization at 24.45%
* Longest Clk Path Bufs at 2
* Initial antenna violation count at 0
* Fraction of registers with async set or reset after synthesis at 0%
* Dpl hpwl at 4007 um
* Area leader, netlist: dlxtn_1
* Final setup skew at 0.002842 ns
* P_leak at 0.8788 nW
* Fin cells at 415
* Max frequency at 0.8879 GHz
* Max_cap viols at 0
* Worst slew pin tran at 0.7778 ns
* First-pass GRT wire length at 8314 um
* Met3 usage at 1.808%
-- report_power, final --
| group | leakage, nW | internal (mW) | switching (mW) | total (mW) |
|---|---|---|---|---|
| Combinational | 0.486 | 0.0289 | 0.0452 | 0.0741 |
| Clock | 0.0288 | 0.230 | 0.103 | 0.333 |
| Sequential | 0.364 | 0.321 | 0.00877 | 0.330 |
-- state kept, by name (all words and copies together) (netlist names) --
name and count:
init_init_state 3, sequence_length 32, state 4, weight_address 3
weight_sel_qkv 2, init_state 3
-- final cells by class --
cell class / count / area, sq um
well taps: 108 / 135.1
clock buffers: 4 / 55.05
multi-input cells: 204 / 1137
flip-flops and latches: 47 / 755.7
repair buffers: 45 / 440.4
fillers: 936 / 6128
inverters: 7 / 26.28
-- layout by cell type, fill, tap and decap left out, types with 8 or more instances in the layout --
cell type	netlist	layout
nand2_1	16	16
clkdlybuf4s50_1	0	41
a21oi_1	25	25
or3_1	9	9
dlxtn_1	37	37
nor2_1	16	16
o31ai_1	12	12
o21ai_0	8	8
nand3_1	12	12
dfxtp_1	10	10
or4_1	12	12
conb_1	1	40
-- stage by stage --
step	setup slack (ns)	cell area [sq um]	hold slack, ns
final	0.3738	2550	0.4863
after global routing	0.2670	2550	0.5270
after CTS	0.3940	2550	0.4912
after detailed placement	0.1497	2495	0.4804
after global placement	0.1600	2495	0.4850
after floorplan	0.4344	2268	0.3277
-- final timing paths --
path / startpoint / endpoint / slack [ns] / cells after the start
setup / recovery: rst / init_init_state[2] / 0.37 / 4
hold reg to reg: init_state[1] / init_state[1] / 0.49 / 1
setup reg to reg: state[1] / init_init_state[2] / 0.39 / 4
hold / removal: init_state[1] / init_state[1] / 0.49 / 1
-- logic make-up after synthesis --
kind of cell,count (synthesis),synth area share [%]
other,1,0.1767
DFF,10,9.434
muxes,2,0.9434
adders and majority gates,1,0.5895
latches,37,26.18
and+or+nand+nor,99,26.06
AOI/OAI and AO/OA,54,15.63
buffers and inverters,58,17.69
xor gates and xnor gates,8,3.302
-- metal layers --
metal  share of wire (%)  routed length [um]
met3                 7.6                 395
met1                  46                2364
met4                0.58                  30
met5                   0                   0
met2                  46                2394
Power figures rest on the tool's default switching activity, not on a simulated workload.
